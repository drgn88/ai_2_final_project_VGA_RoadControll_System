**design/flow/design.v**
```verilog
`timescale 1ns / 1ps
module baud_rate (
    input  logic clk,
    input  logic reset,
    output logic baud_tick
);
    parameter BAUD = 115200;
    parameter BAUD_COUNT = 100_000_000 / (BAUD * 8);
    logic [$clog2(BAUD_COUNT)-1 : 0] count_reg, count_next; 
    logic baud_tick_reg, baud_tick_next;
    assign baud_tick = baud_tick_reg;
    always @(posedge clk, posedge reset) begin
        if (reset) begin 
            count_reg <= 0;
            baud_tick_reg <= 0;
        end
        else begin
            count_reg <= count_next;
            baud_tick_reg <= baud_tick_next;
        end
    end
    always @(*) begin
        count_next = count_reg;
        baud_tick_next = 0;
        if(count_reg == BAUD_COUNT - 1)begin
            count_next = 0;
            baud_tick_next = 1'b1;
        end else begin
            count_next = count_reg + 1;
            baud_tick_next = 1'b0;
        end
    end
endmodule
`timescale 1ns / 1ps
module fifo (
    input  wire       clk,
    input  wire       reset,
    input  wire       push,
    input  wire       pop,
    input  wire [7:0] push_data,
    output wire       full,
    output wire       empty,
    output wire [7:0] pop_data
);
    wire [3:0] w_w_ptr, w_r_ptr;
    register_file #(
        .DEPTH(16),
        .WIDTH(4)
    ) U_REG_FILE (
        .clk(clk),
        .wr_en(push & (~full)),
        .wdata(push_data),
        .w_ptr(w_w_ptr),   
        .r_ptr(w_r_ptr),   
        .rdata(pop_data)
    );
    fifo_cu U_FIFOCU (
        .clk  (clk),
        .reset(reset),
        .push (push),
        .pop  (pop),
        .w_ptr(w_w_ptr),
        .r_ptr(w_r_ptr),
        .full (full),
        .empty(empty)
    );
endmodule
module register_file #(
    parameter DEPTH = 16,
    WIDTH = 4
) (
    input  wire             clk,
    input  wire             wr_en,
    input  wire [      7:0] wdata,
    input  wire [WIDTH-1:0] w_ptr,   
    input  wire [WIDTH-1:0] r_ptr,   
    output wire [      7:0] rdata
);
    reg [7:0] mem[0:DEPTH-1];   
    assign rdata = mem[r_ptr]; 
    always @(posedge clk) begin
        if (wr_en) begin
            mem[w_ptr] <= wdata;
        end
    end
endmodule
module fifo_cu (
    input  wire       clk,
    input  wire       reset,
    input  wire       push,
    input  wire       pop,
    output wire [3:0] w_ptr,
    output wire [3:0] r_ptr,
    output wire       full,
    output wire       empty
);
    reg [3:0] w_ptr_reg, w_ptr_next, r_ptr_reg, r_ptr_next;
    reg full_reg, full_next, empty_reg, empty_next;
    assign w_ptr = w_ptr_reg;
    assign r_ptr = r_ptr_reg;
    assign full  = full_reg;
    assign empty = empty_reg;
    always @(posedge clk, posedge reset) begin
        if (reset) begin
            w_ptr_reg <= 0;
            r_ptr_reg <= 0;
            full_reg  <= 0;
            empty_reg <= 1;
        end else begin
            w_ptr_reg <= w_ptr_next;
            r_ptr_reg <= r_ptr_next;
            full_reg  <= full_next;
            empty_reg <= empty_next;
        end
    end
    always @(*) begin
        w_ptr_next = w_ptr_reg;
        r_ptr_next = r_ptr_reg;
        full_next  = full_reg;
        empty_next = empty_reg;
        case ({
            pop, push
        })
            2'b01: begin
                if (full_reg == 1'b0) begin
                    w_ptr_next = w_ptr_reg + 1;
                    empty_next = 1'b0;
                    if (w_ptr_next == r_ptr_reg) begin
                        full_next = 1'b1;
                    end
                end
            end
            2'b10: begin
                if (empty_reg == 1'b0) begin
                    r_ptr_next = r_ptr_reg + 1;
                    full_next  = 1'b0;
                    if (r_ptr_next == w_ptr_reg) begin
                        empty_next = 1'b1;
                    end
                end
            end
            2'b11: begin
                if (empty_reg == 1'b1) begin
                    w_ptr_next = w_ptr_reg + 1;
                    empty_next = 1'b0;
                end else if (full_reg == 1'b1) begin
                    r_ptr_next = r_ptr_reg + 1;
                    full_next  = 1'b0;
                end else begin
                    w_ptr_next = w_ptr_reg + 1;
                    r_ptr_next = r_ptr_reg + 1;
                end
            end
        endcase
    end
endmodule
`timescale 1ns / 1ps
module uart_rx (
    input  logic       clk,
    input  logic       reset,
    input  logic       rx,
    input  logic       b_tick,
    output logic       o_rx_done,
    output logic [7:0] o_dout
);
    localparam IDLE = 0, START = 1, DATA = 2, DATA_READ = 3, STOP = 4;
    logic [2:0] c_state, n_state;
    logic [3:0] b_cnt_reg, b_cnt_next;
    logic [3:0] data_cnt_reg, data_cnt_next;
    logic [7:0] dout_reg, dout_next;
    logic rx_done_reg, rx_done_next;
    assign o_dout = dout_reg;
    assign o_rx_done = rx_done_reg;
    always_ff @(posedge clk, posedge reset) begin
        if (reset) begin
            c_state      <= IDLE;
            b_cnt_reg    <= 0;
            data_cnt_reg <= 0;
            dout_reg     <= 0;
            rx_done_reg <= 0;
        end else begin
            c_state      <= n_state;
            b_cnt_reg    <= b_cnt_next;
            data_cnt_reg <= data_cnt_next;
            dout_reg    <= dout_next;
            rx_done_reg <= rx_done_next;
        end
    end
    always_comb begin
        n_state       = c_state;
        b_cnt_next    = b_cnt_reg;
        data_cnt_next = data_cnt_reg;
        dout_next     = dout_reg;
        rx_done_next = rx_done_reg;
        case (c_state)
            IDLE: begin
                b_cnt_next = 0;
                data_cnt_next = 0;
                rx_done_next = 0;
                if (b_tick) begin
                    if (rx == 0) begin
                        n_state = START;
                    end
                end
            end
            START: begin
                if (b_tick) begin
                    if (b_cnt_reg == 11) begin
                        n_state = DATA_READ;
                        b_cnt_next = 0;
                    end else b_cnt_next = b_cnt_reg + 1;
                end
            end
            DATA_READ: begin
                dout_next = {rx, dout_reg[7:1]};
                n_state   = DATA;
            end
            DATA: begin
                if (b_tick) begin
                    if (b_cnt_reg == 7) begin
                        if (data_cnt_reg == 7) begin
                            n_state = STOP;
                        end else begin
                            data_cnt_next = data_cnt_reg + 1;
                            b_cnt_next = 0;
                            n_state = DATA_READ;
                        end
                    end
                    else b_cnt_next = b_cnt_reg + 1;
                end 
            end
            STOP: begin
                if (b_tick) begin
                    n_state = IDLE;
                    rx_done_next = 1;
                end
            end
        endcase
    end
endmodule
`timescale 1ns / 1ps
module sender_uart (
    input logic       clk,
    input logic       reset,
    input logic       start,             
    input logic [9:0] x_min,
    input logic [9:0] x_max,
    input logic [9:0] y_min,
    input logic [9:0] y_max,
    input logic [4:0] red_left_time,
    input logic [4:0] green_left_time,
    input logic       traffic_light,     
    input logic       human_violation,   
    input logic       car_violation,     
    input logic       traffic_amount,    
    output logic      tx,
    output logic      rx_done,
    input  logic      rx,
    output logic [7:0] rx_pop_data
);
    logic [1:0] c_state, n_state;
    logic [7:0] send_data_reg, send_data_next;
    logic send_reg, send_next;
    logic [3:0] send_cnt_reg, send_cnt_next;   
    logic w_tx_full, tx_done;
    uart_controller U_UART_CTRL (
        .clk(clk),
        .reset(reset),
        .tx_push_data(send_data_reg),
        .rx(rx),
        .tx_push(send_reg),
        .rx_pop(),
        .rx_done(rx_done),
        .rx_empty(),
        .tx_done(tx_done),
        .tx_full(w_tx_full),
        .rx_pop_data(rx_pop_data),
        .tx(tx),
        .tx_busy()
    );
    always_ff @(posedge clk or posedge reset) begin
        if (reset) begin
            c_state       <= 0;
            send_data_reg <= 0;
            send_reg      <= 0;
            send_cnt_reg  <= 0;
        end else begin
            c_state       <= n_state;
            send_data_reg <= send_data_next;
            send_reg      <= send_next;
            send_cnt_reg  <= send_cnt_next;
        end
    end
    always_comb begin
        n_state        = c_state;
        send_data_next = send_data_reg;
        send_next      = 0;
        send_cnt_next  = send_cnt_reg;
        case (c_state)
            0: begin
                if (start) begin
                    n_state = 1;
                    send_cnt_next = 0;
                end
            end
            1: begin
                if (~w_tx_full) begin
                    send_next = 1'b1;
                    case (send_cnt_reg)
                        0:  send_data_next = 8'hAB;   
                        1:  send_data_next = {3'b000, red_left_time - 1};
                        2:  send_data_next = {3'b000, green_left_time - 1};
                        3:  send_data_next = x_min[9:8];
                        4:  send_data_next = x_min[7:0];
                        5:  send_data_next = x_max[9:8];
                        6:  send_data_next = x_max[7:0];
                        7:  send_data_next = y_min[9:8];
                        8:  send_data_next = y_min[7:0];
                        9:  send_data_next = y_max[9:8];
                        10: send_data_next = y_max[7:0];
                        11: send_data_next = {
                                traffic_light,
                                human_violation,
                                car_violation,
                                traffic_amount,
                                4'b0000
                             };
                    endcase
                    if (send_cnt_reg < 11) send_cnt_next = send_cnt_reg + 1;
                    else begin
                            n_state = 0;   
                    end
                end
            end
        endcase
    end
endmodule
`timescale 1ns / 1ps
module uart_tx (
    input  logic       clk,
    input  logic       reset,
    input  logic       baud_tick,
    input  logic       start,
    input  logic [7:0] din,
    output logic       o_tx_done,
    output logic       o_tx_busy,
    output logic       o_tx
);
    localparam IDLE = 0, START = 1, DATA = 2, STOP = 3;
    logic [1:0] c_state, n_state;
    logic tx_out_reg, tx_out_next;
    logic [2:0] data_count_reg, data_count_next;
    logic [3:0] b_cnt_reg, b_cnt_next;
    logic tx_done_reg, tx_busy_reg, tx_busy_next, tx_done_next;
    logic [7:0] tx_din_reg, tx_din_next;
    assign o_tx = tx_out_reg;
    assign o_tx_done = tx_done_reg;
    assign o_tx_busy = tx_busy_reg;
    always_ff @(posedge clk, posedge reset) begin
        if (reset) begin
            c_state        <= 0;
            tx_out_reg     <= 1'b1;   
            data_count_reg <= 0;
            b_cnt_reg      <= 0;   
            tx_done_reg    <= 1'b0;
            tx_busy_reg    <= 1'b0;
            tx_din_reg     <= 0;
        end else begin
            c_state        <= n_state;
            tx_out_reg     <= tx_out_next;
            data_count_reg <= data_count_next;
            b_cnt_reg      <= b_cnt_next;
            tx_done_reg    <= tx_done_next;
            tx_busy_reg    <= tx_busy_next;
            tx_din_reg     <= tx_din_next;
        end
    end
    always_comb begin
        n_state         = c_state;
        tx_out_next     = tx_out_reg;
        data_count_next = data_count_reg;
        b_cnt_next      = b_cnt_reg;
        tx_done_next    = tx_done_reg;
        tx_busy_next    = tx_busy_reg;
        tx_din_next     = tx_din_reg;
        case (c_state)
            IDLE: begin
                b_cnt_next = 0;
                data_count_next = 0;
                tx_out_next = 1'b1;
                tx_done_next = 1'b0;
                tx_busy_next = 1'b0;
                if (start == 1'b1) begin
                    n_state = START; 
                    tx_busy_next = 1'b1;
                    tx_din_next = din;
                end
            end
            START: begin
                if (baud_tick == 1'b1) begin
                    tx_out_next = 0;
                    if (b_cnt_reg == 8) begin
                        n_state = DATA;
                        data_count_next = 0;
                        b_cnt_next = 0;
                    end else begin
                        b_cnt_next = b_cnt_reg + 1;
                    end
                end
            end
            DATA: begin
                tx_out_next = tx_din_reg[data_count_reg];   
                if (baud_tick == 1'b1) begin
                    if (b_cnt_reg == 7) begin
                        if (data_count_reg == 3'd7) begin
                            n_state = STOP;
                        end
                        b_cnt_next = 0;
                        data_count_next = data_count_reg + 1;
                    end else begin
                        b_cnt_next = b_cnt_reg + 1;
                    end
                end
            end
            STOP:
            if (baud_tick == 1'b1) begin
                tx_out_next = 1'b1;
                if (b_cnt_reg == 7) begin
                    n_state = IDLE;
                    tx_done_next = 1'b1;
                    tx_busy_next = 1'b0;
                end else begin
                    b_cnt_next = b_cnt_reg + 1;
                end
            end
        endcase
    end
endmodule
`timescale 1ns / 1ps
module uart_controller (
    input logic       clk,
    input logic       reset,
    input logic [7:0] tx_push_data,
    input logic       rx,
    input logic       tx_push,
    input  logic       rx_pop,
    output logic       rx_done,
    output logic       rx_empty,
    output logic       tx_done,
    output logic       tx_full,
    output logic [7:0] rx_pop_data,
    output logic       tx,
    output logic       tx_busy
);
    logic w_bd_tick, w_rx_done, w_tx_busy, w_tx_start;
    logic [7:0] w_rx_data, w_rx_pop_data, w_tx_pop_data;
    assign rx_done = w_rx_done;
    assign rx_data = w_rx_data;
    assign tx_busy = w_tx_busy;
    baud_rate U_BR (
        .clk(clk),
        .reset(reset),
        .baud_tick(w_bd_tick)
    );
    uart_tx U_TX (
        .clk(clk),
        .reset(reset),
        .baud_tick(w_bd_tick),
        .start(~w_tx_start),
        .din(w_tx_pop_data),
        .o_tx_done(tx_done),
        .o_tx_busy(w_tx_busy),
        .o_tx(tx)
    );
    uart_rx U_RX (
        .clk(clk),
        .reset(reset),
        .rx(rx),
        .b_tick(w_bd_tick),
        .o_rx_done(w_rx_done),
        .o_dout(w_rx_data)
    );
    fifo U_RX_FIFO (
        .clk      (clk),
        .reset    (reset),
        .push     (w_rx_done),
        .pop      (~rx_empty),    
        .push_data(w_rx_data),    
        .full     (),             
        .empty    (rx_empty),     
        .pop_data (rx_pop_data)   
    );
    fifo U_TX_FIFO (
        .clk(clk),
        .reset(reset),
        .push(tx_push),
        .pop(~w_tx_busy),
        .push_data(tx_push_data),
        .full(tx_full),
        .empty(w_tx_start),   
        .pop_data(w_tx_pop_data)
    );
endmodule
```
**design/flow/run.sh**
```bash
#!/bin/bash
# OpenROAD 26Q1-2900-gdf79404cd8, Yosys 0.63+post, stock flow scripts
make -C /OpenROAD-flow-scripts/flow DESIGN_CONFIG=/design/flow/config.mk WORK_HOME=/design/flow/orfs finish
```
**design/flow/config.mk**
```make
export PLATFORM = sky130hd
export DESIGN_NAME = sender_uart
export DESIGN_NICKNAME = sender_uart
export VERILOG_FILES = /design/flow/design.v
export SDC_FILE = /design/flow/constraint.sdc
export NUM_CORES = 4
export LEC_CHECK = 1
export CORE_UTILIZATION = 50
```
**design/flow/constraint.sdc**
```tcl
current_design sender_uart

set clk_period 3.1
set clk_io_pct 0.2

create_clock -name clk0 -period $clk_period [get_ports {clk}]

set non_clock_inputs [all_inputs -no_clocks]
set_input_delay [expr $clk_period * $clk_io_pct] -clock clk0 $non_clock_inputs
set_output_delay [expr $clk_period * $clk_io_pct] -clock clk0 [all_outputs]
```
==> git commit body <==
Store results of the implementation flow

- Final tally of setup violations: 0
- Endpoints failing hold in the final report were tallied at 0.
- The worst setup path is captured at an output port.
* Number of cells produced by synthesis: 967
* Global router's overall resource usage: 22.38%
- Most common flop cell mapped by yosys: sky130_fd_sc_hd__edfxtp_1
* Highest cell delay on the worst timing path: 0.49 ns
- Entering global routing, the biggest net connects 37 pins.
- Maximum operating frequency: 323.8 MHz
* Flip-flop and latch area: 0.009849 mm2
- Post-synth EDFFs: 256
- Worst VDD drop: 462.3 uV
- The synthesis run shows the most used standard cells to be sky130_fd_sc_hd__edfxtp_1 (256), sky130_fd_sc_hd__dfrtp_1 (80), sky130_fd_sc_hd__nand2_1 (65).
- Input/output buffers: 67
- The number of maximum-capacitance violations recorded for the run is 0.
* Clock period minus worst slack: 3.088 ns
- Dividing total power by cell area gives a power density of 534.5 mW/mm2.
- Yosys top cell by area: sky130_fd_sc_hd__edfxtp_1
- Arrival @ worst endpoint: 2.47 ns
- Required time of the worst setup path: 2.48 ns
- The share of synthesized area in the top cell type comes to 51.76%.
* Critical-path cell list: buf_12, buf_12, mux2i_1, a221oi_2, a22oi_1, nand2_1, clkdlybuf4s50_1
* Level count of the clock H-tree: 2
- Unrepaired setup endpoints after global routing: true
- Average routed wire per standard cell: 20.70 um
- Routed via count divided by cell count: 5.689
* Largest fanout on the critical path: 12
- The critical path's slowest stage uses the library cell sky130_fd_sc_hd__dfrtp_2.
- Via Count: 8328
- After routing the design area is 0.01726 mm2.
* Clock sink count: 342
- Count of tool warnings: 40
- The horizontal die dimension reported for this design is 174.4 um.
* Placer's final routability congestion estimate: 0.8821
- Of the available clock period, the critical path in the final layout requires 99.61%.
* Number of distinct library cells after synthesis: 59
- Antenna viol nets, final: 0
- Total DRC errors in the routed layout: 0
- Clock Path Buffers: 3
- The synthesized netlist occupies a cell area of 0.01485 mm2.
- Yosys printed 7 warnings.
* CTS Root Cell: sky130_fd_sc_hd__clkbuf_16
* Filler instances: 2171
- The later pin in the worst-skew pair is clocked with a latency of 0.52 ns.
- Worst-path clk slew: 0.06 ns
- Sequential share of the synthesized area: 66.30%
* Yosys synthesis chip area: 0.01485 mm2
* Run status: completed
* Layout cell share with drive strength beyond 1: 15.00%
- In this design, the critical path's most frequently occurring cell is sky130_fd_sc_hd__buf_12.
- Post-synth ARST share: 25.15%
- The routed design has 30.30 mm of wire.
* Area used by multi-input combinational logic: 0.004707 mm2
- Final Slew Violations: 0
- Detailed placement reports a standard cell area of 0.01592 mm2.
* Flops out of synthesis: 342
* Kind of start point of the critical path: flop
- Yosys cell count: 967
- The largest registers in the layout are U_UART_CTRL.U_RX_FIFO.U_REG_FILE.mem x128, U_UART_CTRL.U_TX_FIFO.U_REG_FILE.mem x128.
- After layout, the setup clock skew is reported as 0.01087 ns.
* Core Box Area: 0.02894 mm2
* Synthesized area per cell: 15.36 um2
- Setup total negative slack on the finished layout was measured at 0 ns.
- Measured against its own limit, the worst slew margin works out to 47.89%.
- Power Total: 9228 uW
- Number of rows created at floorplan: 62
* Global-route wire length before repair: 47.84 mm
* Via count of the first global-routing pass: 8745
- Clock tree synthesis inserted a total of 37 buffers.
* Hpwl dp: 20.22 mm
- Checking hold timing, the worst path is listed with class reg -> reg.
- Count of boundary I/O pins: 68
* Number of diodes: 0
* Static Leak: 0.005835 uW
- CTS tree: done
- Router iterations before antenna repair: 8
- Type of the worst setup path: reg -> out
- Number of antenna violations at the first check in global routing: 0
- Looking at the max-slew report, the worst-margin pin has a slew of 0.7817 ns.
* Area contributors post-synth: sky130_fd_sc_hd__edfxtp_1 (52%), sky130_fd_sc_hd__dfrtp_1 (13%), sky130_fd_sc_hd__mux4_2 (6.5%)
* Leading cell type by number of instances after synthesis: sky130_fd_sc_hd__edfxtp_1
- Vertical die dimension: 174.4 um
* Layout area overhead: 16.22%
- The first routing iteration left 410 violations.
- The die covers 0.03040 mm2.
* Leftover overflow at the end of global routing: 0
* Share of the core filled by cells before placement: 51.33%
[kinds of logic after synthesis]
group,count (synthesis),share of synthesized area [%]
AOI/OAI and AO/OA,159,7.253
xor gates and xnor gates,43,2.536
adders and majority gates,28,2.359
buffers and inverters,75,2.451
DFF,342,66.30
muxes,105,11.66
and+or+nand+nor,215,7.447
[critical path, delay by kind of cell, from the launching register on]
kind            cells  cell delay, ns
buf+inv             3            0.79
flops               1            0.49
compound gates      2            0.45
mux                 1            0.12
simple gates        1            0.09
[worst paths after layout]
| check | from | to | slack [ns] | cells after the start |
|---|---|---|---|---|
| worst max-delay path | U_UART_CTRL.U_RX_FIFO.U_FIFOCU.r_ptr_reg[0] | rx_pop_data[1] | 0.01 | 7 |
| worst min-delay path | U_UART_CTRL.U_BR.count_reg[0] | U_UART_CTRL.U_BR.count_reg[0] | 0.46 | 1 |
| worst max register to register | send_cnt_reg[0] | send_data_reg[2] | 0.99 | 6 |
| worst min register to register | U_UART_CTRL.U_BR.count_reg[0] | U_UART_CTRL.U_BR.count_reg[0] | 0.46 | 1 |
| max in group asynchronous | reset | U_UART_CTRL.U_RX_FIFO.U_FIFOCU.w_ptr_reg[0] | 2.00 | 3 |
| min in group asynchronous | reset | U_UART_CTRL.U_TX.b_cnt_reg[2] | 0.47 | 2 |
[what timing repair did]
item	4_1_cts	5_1_grt
setup endpoints to repair	8	8
setup buffers	1	3
gates resized	4	16
hold buffers	0	0
gates cloned	0	3
pin swaps	0	8
[cell usage in the layout (no fill, tap or decap), types with 7 or more instances in the layout]
cell	count
sky130_fd_sc_hd__a21oi_1	25
sky130_fd_sc_hd__a221oi_2	7
sky130_fd_sc_hd__a222oi_1	8
sky130_fd_sc_hd__a22o_1	15
sky130_fd_sc_hd__a22oi_1	20
sky130_fd_sc_hd__and2_1	33
sky130_fd_sc_hd__buf_4	14
sky130_fd_sc_hd__clkbuf_1	13
sky130_fd_sc_hd__clkbuf_16	41
sky130_fd_sc_hd__clkdlybuf4s50_1	66
sky130_fd_sc_hd__dfrtp_1	78
sky130_fd_sc_hd__edfxtp_1	256
sky130_fd_sc_hd__ha_1	28
sky130_fd_sc_hd__inv_1	29
sky130_fd_sc_hd__mux2_2	23
sky130_fd_sc_hd__mux2i_1	32
sky130_fd_sc_hd__mux4_1	7
sky130_fd_sc_hd__mux4_2	43
sky130_fd_sc_hd__nand2_1	65
sky130_fd_sc_hd__nand2b_1	9
sky130_fd_sc_hd__nand3_1	19
sky130_fd_sc_hd__nor2_1	36
sky130_fd_sc_hd__nor2b_1	10
sky130_fd_sc_hd__nor3_1	10
sky130_fd_sc_hd__o21ai_0	40
sky130_fd_sc_hd__xnor2_1	26
sky130_fd_sc_hd__xor2_1	17
[metrics by stage]
| stage | util [%] | setup WS (ns) | hold WS, ns | cells |
|---|---|---|---|---|
| finish | 59.66 | 0.01208 | 0.4588 | 1464 |
| global route | 59.66 | -0.08958 | 0.4971 | 1464 |
| CTS | 59.10 | 0.0007476 | 0.4680 | 1458 |
| detailed placement | 55.01 | 0.4171 | 0.4604 | 1390 |
| global placement | 55.01 | 0.4609 | 0.4562 | 1390 |
| floorplan | - | 0.2681 | 0.4331 | 967 |
[routing by layer]
metal	up-vias	wire length, um	track usage (%)
met2	321	14980	34.50
met5	-	0	0
li1	3900	-	-
met4	0	677	3.947
met1	4059	12230	33.74
met3	48	2422	8.734
[cell type report]
cell class	count	area share, %
clock inverters	12	0.5219
clock buffers	55	6.175
inverters	31	0.6886
repair buffers	90	5.508
flip-flops and latches	342	57.06
well taps	384	2.783
multi-input cells	550	27.27
[report_power, final]
part           switching (uW)  internal, uW  total (uW)
clock                    1690          2470        4160
combinational            83.5           102         186
sequential               4.60          4880        4880
total                    1780          7450        9230
Power is estimated from default activity; no workload was simulated.
