File: /design/flow/design.v
`timescale 1ns / 1ps
module motion_detect (
    input  logic        clk,
    input  logic        pclk,
    input  logic        reset,
    input  logic        traffic_light,
    input  logic        frame_done,
    input  logic        car_detection_en,
    input  logic        human_detection_en,
    input  logic [ 2:0] label_data,
    output logic        valid_flow,
    output logic        flow_decision,
    output logic        val_warn_car_tick,
    output logic        warn_car,
    output logic        val_warn_human_tick,
    output logic        warn_human,
    output logic [14:0] test_flow_count
);
    localparam CAR = 3;
    localparam HUMAN = 4;
    localparam FRAME_COUNT = 60;
    localparam FLOW_COUNT_MAX_P_FRAME = 80;
    localparam FLOW_COUNT_MAX = 5;
    localparam CAR_COUNT_MAX = 80;
    localparam HUMAN_COUNT_MAX = 30;
    logic [14:0] frame_cnt;
    logic [14:0] flow_label_tmp;
    logic flow_arrive_threshold;
    logic [14:0] flow_label_cnt;
    logic [14:0] car_label_cnt;
    logic [14:0] human_label_cnt;
    logic val_warn_car;
    logic val_warn_human;
    assign test_flow_count = flow_label_cnt;
    always_ff @(posedge pclk or posedge reset) begin
        if (reset) begin
            frame_cnt <= 0;
        end else if (frame_done) begin
            if (frame_cnt == (FRAME_COUNT - 1)) begin
                frame_cnt <= 0;
            end else begin
                frame_cnt <= frame_cnt + 1;
            end
        end
    end
    always_ff @(posedge pclk or posedge reset) begin
        if (reset) begin
            flow_label_tmp <= 0;
            flow_arrive_threshold <= 0;
        end else if (frame_cnt == (FRAME_COUNT - 1)) begin
            flow_label_tmp <= 0;
            flow_arrive_threshold <= 0;
        end else if (car_detection_en && (label_data == CAR)) begin
            if (flow_label_tmp >= (FLOW_COUNT_MAX_P_FRAME - 1)) begin
                flow_arrive_threshold <= 1;
            end else begin
                flow_label_tmp <= flow_label_tmp + 1;
                flow_arrive_threshold <= 0;
            end
        end
    end
    always_ff @(posedge pclk or posedge reset) begin
        if (reset) begin
            flow_label_cnt <= 0;
        end else if ((frame_cnt == (FRAME_COUNT - 1)) && (flow_arrive_threshold == 1)) begin
            if (flow_label_cnt >= (FLOW_COUNT_MAX - 1)) begin
                flow_label_cnt <= (FLOW_COUNT_MAX - 1);
            end else begin
                flow_label_cnt <= flow_label_cnt + flow_arrive_threshold;
            end
        end else if (!traffic_light) begin
            flow_label_cnt <= 0;
        end
    end
    always_ff @(posedge clk or posedge reset) begin
        if (reset) begin
            flow_decision <= 0;
        end else if (flow_label_cnt == (FLOW_COUNT_MAX - 1)) begin
            flow_decision <= 1;
        end else begin
            flow_decision <= 0;
        end
    end
    logic flow_val_flag;
    always_ff @(posedge clk or posedge reset) begin
        if (reset) begin
            flow_val_flag <= 0;
        end else if (traffic_light) begin
            flow_val_flag <= 0;
        end else if (!flow_val_flag && (!traffic_light)) begin
            flow_val_flag <= 1;
        end
    end
    always_ff @(posedge clk or posedge reset) begin
        if (reset) begin
            valid_flow <= 0;
        end else begin
            valid_flow <= 0;
            if (!flow_val_flag && (!traffic_light)) begin
                valid_flow <= 1;
            end
        end
    end
    always_ff @(posedge pclk or posedge reset) begin
        if (reset) begin
            car_label_cnt <= 0;
        end else if (frame_done) begin
            car_label_cnt <= 0;
        end else if (human_detection_en && (label_data == CAR)) begin
            if (car_label_cnt < (CAR_COUNT_MAX - 1)) begin
                car_label_cnt <= car_label_cnt + 1;
            end
        end
    end
    always_ff @(posedge pclk or posedge reset) begin
        if (reset) begin
            warn_car <= 0;
        end else if (human_detection_en) begin
            if (car_label_cnt == (CAR_COUNT_MAX - 1)) begin
                warn_car <= 1;
            end else begin
                warn_car <= 0;
            end
        end else if (traffic_light) begin
            warn_car <= 0;
        end
    end
    logic val_warn_car_flag;
    always_ff @(posedge clk or posedge reset) begin
        if (reset) begin
            val_warn_car <= 0;
            val_warn_car_flag <= 0;
        end else begin
            val_warn_car <= 0;
            if (!car_label_cnt) begin
                val_warn_car_flag <= 0;
            end
            if(human_detection_en && (car_label_cnt == (CAR_COUNT_MAX - 1)) && !val_warn_car_flag) begin
                val_warn_car <= 1;
                val_warn_car_flag <= 1;
            end
        end
    end
    always_ff @(posedge pclk or posedge reset) begin
        if (reset) begin
            human_label_cnt <= 0;
        end else if (frame_done) begin
            human_label_cnt <= 0;
        end else if (car_detection_en && (label_data == HUMAN)) begin
            if (human_label_cnt < (HUMAN_COUNT_MAX - 1)) begin
                human_label_cnt <= human_label_cnt + 1;
            end
        end
    end
    always_ff @(posedge pclk or posedge reset) begin
        if (reset) begin
            warn_human <= 0;
        end else if (car_detection_en) begin
            if (human_label_cnt == (HUMAN_COUNT_MAX - 1)) begin
                warn_human <= 1;
            end else begin
                warn_human <= 0;
            end
        end else if (!traffic_light) begin
            warn_human <= 0;
        end
    end
    logic val_warn_human_flag;
    always_ff @(posedge clk or posedge reset) begin
        if (reset) begin
            val_warn_human <= 0;
            val_warn_human_flag <= 0;
        end else begin
            val_warn_human <= 0;
            if (!human_label_cnt) begin
                val_warn_human_flag <= 0;
            end
            if(car_detection_en && (human_label_cnt == (HUMAN_COUNT_MAX - 1)) && !val_warn_human_flag) begin
                val_warn_human <= 1;
                val_warn_human_flag <= 1;
            end
        end
    end
    wait_second U_OUT_WARN_CAR (
        .clk(clk),
        .reset(reset),
        .i_tick(val_warn_car),
        .o_tick(val_warn_car_tick)
    );
    wait_second U_OUT_WARN_HUMAN (
        .clk(clk),
        .reset(reset),
        .i_tick(val_warn_human),
        .o_tick(val_warn_human_tick)
    );
endmodule
module wait_second (
    input  logic clk,
    input  logic reset,
    input  logic i_tick,
    output logic o_tick
);
    localparam WAIT_SEC = 500_000_000;   
    typedef enum {
        IDLE,
        SEND_TICK,
        WAIT
    } state_e;
    logic [31:0] cnt_reg, cnt_next;
    logic o_tick_reg, o_tick_next;
    state_e state, next_state;
    assign o_tick = o_tick_reg;
    always_ff @(posedge clk or posedge reset) begin
        if (reset) begin
            state <= IDLE;
            cnt_reg <= 0;
            o_tick_reg <= 0;
        end else begin
            state <= next_state;
            cnt_reg <= cnt_next;
            o_tick_reg <= o_tick_next;
        end
    end
    always_comb begin
        next_state = state;
        cnt_next = cnt_reg;
        o_tick_next = o_tick_reg;
        case (state)
            IDLE: begin
                cnt_next = 0;
                if (i_tick) begin
                    next_state  = SEND_TICK;
                    o_tick_next = 1;
                end
            end
            SEND_TICK: begin
                o_tick_next = 0;
                next_state  = WAIT;
            end
            WAIT: begin
                if (cnt_reg == (WAIT_SEC - 1)) begin
                    next_state = IDLE;
                end else begin
                    cnt_next = cnt_reg + 1;
                end
            end
        endcase
    end
endmodule
File: /design/flow/run.sh
#!/bin/bash
# OpenROAD 26Q1-2900-gdf79404cd8, Yosys 0.63+post, stock flow scripts
make -C /OpenROAD-flow-scripts/flow DESIGN_CONFIG=/design/flow/config.mk WORK_HOME=/design/flow/orfs finish
File: /design/flow/constraint.sdc
current_design motion_detect

set clk_period 5.4
set clk_io_pct 0.2

create_clock -name clk0 -period $clk_period [get_ports {clk}]
create_clock -name clk1 -period $clk_period [get_ports {pclk}]

set non_clock_inputs [all_inputs -no_clocks]
set_input_delay [expr $clk_period * $clk_io_pct] -clock clk0 $non_clock_inputs
set_output_delay [expr $clk_period * $clk_io_pct] -clock clk0 [all_outputs]
File: /design/flow/config.mk
export PLATFORM = sky130hd
export DESIGN_NAME = motion_detect
export DESIGN_NICKNAME = motion_detect
export VERILOG_FILES = /design/flow/design.v
export SDC_FILE = /design/flow/constraint.sdc
export NUM_CORES = 4
export LEC_CHECK = 1
export CORE_UTILIZATION = 40
==> tab_implementation.tex <==
% Yosys + OpenROAD metrics
\begin{tabular}{lr}
\hline
Metric & Value \\
\hline
\multicolumn{2}{l}{\textbf{Power and ir drop}} \\
\quad Int Pwr & 2149 uW \\
\quad Static Leak & 0.003846 uW \\
\quad Clk network pwr share & 0.484 \\
\quad Power density normalized to cell area & 317.5 nW/um\^{}2 \\
\quad Sequential share of power & 0.458 \\
\quad Power dissipated by switching net loads & 613.8 uW \\
\quad Sw Share & 0.2222 \\
\quad Fraction of power consumed by combinational cells & 0.057 \\
\quad Max rail drop VDD & 0.3038 mV \\
\multicolumn{2}{l}{\textbf{Setup path}} \\
\quad Startpoint type of the worst setup path & input pin \\
\quad Endpoint required time on the critical path & 5620 ps \\
\quad Critical path fanouts, max & 4 \\
\quad Worst setup path endpoint & flow\_label\_tmp[6] \\
\quad Reg-to-reg startpoint & frame\_cnt[0] \\
\quad Category of the most critical setup path & input pin to flop \\
\quad Total number of cells along the worst setup path & 6 \\
\quad Crit path capture type & flop \\
\quad Worst Reg2Reg Path Length in Cells & 7 \\
\quad Worst path arrival time & 2860 ps \\
\quad Worst path buffer plus inverter count & 1 \\
\quad Reg-to-reg slack, setup & 2900 ps \\
\quad Reg-to-Reg End & flow\_label\_cnt[13] \\
\quad Crit. Startpoint & label\_data[2] \\
\quad Crit-path leading delay family & AND-OR/OR-AND gates \\
\quad Critical-path cell with the highest stage delay & sky130\_fd\_sc\_hd\_\_clkdlybuf4s50\_1 \\
\quad Maximum single-stage delay on the critical path & 480 ps \\
\quad Critical-path cell list & clkdlybuf4s50\_1 -> and4b\_1 -> nand3\_1 -> a21oi\_1 -> nand2\_1 -> o41ai\_1 \\
\multicolumn{2}{l}{\textbf{Yosys}} \\
\quad Per-instance average area after synthesis & 9.995 sq um \\
\quad Sequential element share of the synthesized area & 0.5238 \\
\quad Yosys top cell by instances & sky130\_fd\_sc\_hd\_\_dfrtp\_1 \\
\quad Top cell type by total area after synthesis & sky130\_fd\_sc\_hd\_\_dfrtp\_1 \\
\quad Commonest register cell after synthesis & sky130\_fd\_sc\_hd\_\_dfrtp\_1 \\
\quad Number of enable flip-flop cells & 0 \\
\quad Number of distinct library cell variants in the gate-level netlist after synthesis & 61 \\
\quad Area of the mapped netlist & 7506 sq um \\
\quad Number of cells in the yosys synthesis report & 751 \\
\quad Area share of the largest cell type after synthesis & 0.5168 \\
\quad Number of cells produced by synthesis & 751 \\
\quad Number of flip-flops and latches in the synthesized netlist & 157 \\
\quad Leading cell types by count after synthesis & 155 x sky130\_fd\_sc\_hd\_\_dfrtp\_1, 84 x sky130\_fd\_sc\_hd\_\_nand2\_1, 64 x sky130\_fd\_sc\_hd\_\_nor2\_1, 45 x sky130\_fd\_sc\_hd\_\_nand3\_1, 29 x sky130\_fd\_sc\_hd\_\_nor2b\_1 \\
\quad Synthesized chip area reported by yosys & 7506 sq um \\
\quad Yosys synthesis warning count & 2 \\
\quad Post-synth ARST share & 1.000 \\
\quad Top post-synthesis cells by area & sky130\_fd\_sc\_hd\_\_dfrtp\_1 52\%, sky130\_fd\_sc\_hd\_\_nand2\_1 4.2\%, sky130\_fd\_sc\_hd\_\_mux2i\_1 3.2\% \\
\multicolumn{2}{l}{\textbf{Floorplan}} \\
\quad Width of the chip & 139.0 um \\
\quad FP Rows & 49 \\
\quad Chip Height & 139.0 um \\
\quad DIE AREA & 19320 sq um \\
\quad Core utilization before placement & 0.4136 \\
\quad Std-Cell Core Area & 18150 sq um \\
\quad Number of placed I/O pins & 31 \\
\multicolumn{2}{l}{\textbf{Placement}} \\
\quad Placed wire-length estimate after detailed placement & 10.16 mm \\
\quad Placement-stage worst setup slack & 2392 ps \\
\quad PortBufs & 29 \\
\quad RePlAce Congestion & 0.8781 \\
\multicolumn{2}{l}{\textbf{Timing}} \\
\quad Final count of hold timing violations & 0 \\
\quad Post-layout worst setup margin & 2762 ps \\
\quad Worst slew slack as a fraction of its limit & 0.4619 \\
\quad Clock skew & 7.666 ps \\
\quad Total negative slack & 0 ps \\
\quad Final setup violation count & 0 \\
\quad RSZ-0062 raised after global routing & false \\
\quad Slew at the pin with the worst max-slew slack & 807.2 ps \\
\quad Max Slew Vio Count & 0 \\
\multicolumn{2}{l}{\textbf{Detailed routing}} \\
\quad Count of antenna diodes in the layout & 0 \\
\quad Count of antenna-violating nets left after detailed routing & 0 \\
\quad Routed wire length & 15.19 mm \\
\quad Initial DRC Count & 376 \\
\quad DR DRC count & 0 \\
\quad Number of iterations in the first detailed-routing pass & 7 \\
\quad Average wire length per cell after detail routing & 14.86 um \\
\quad Vias after detailed routing & 5758 \\
\quad Via-to-Cell Ratio & 5.634 \\
\multicolumn{2}{l}{\textbf{Clocking}} \\
\quad Post CTS Setup Buffer Count & 0 \\
\quad Clock net sink count & 157 \\
\quad Count of hold buffers inserted by post-cts repair & 0 \\
\quad Clock tree from TritonCTS & done \\
\quad Post-CTS clock slew at the launch and capture registers of the worst setup and hold paths & 50 ps \\
\quad Post\_cts resized & 0 \\
\multicolumn{2}{l}{\textbf{Job}} \\
\quad OpenROAD warning count & 29 \\
\quad Max-Cap Viols & 0 \\
\multicolumn{2}{l}{\textbf{GRT}} \\
\quad Initial antenna violation count & 0 \\
\quad Overall Global Routing Usage & 0.1681 \\
\quad Vias in the first global route & 5326 \\
\quad First-pass GRT wire length & 26.00 mm \\
\quad Aggregate global routing overflow & 0 \\
\quad Pin count of the biggest net entering global routing & 90 \\
\multicolumn{2}{l}{\textbf{Layout}} \\
\quad Post-synthesis to final-layout area growth & 15.92\% \\
\quad Fraction of layout cells with a size suffix above 1 & 0.06557 \\
\multicolumn{2}{l}{\textbf{Status}} \\
\quad Result of the run & finished clean \\
\multicolumn{2}{l}{\textbf{Min path}} \\
\quad Path type of the worst min-delay path & flop to flop \\
\hline
\end{tabular}
[cell usage in the layout (no fill, tap or decap), types with 4 or more instances in the layout]
cell type	Yosys	layout
sky130_fd_sc_hd__and4_1	7	7
sky130_fd_sc_hd__o22ai_1	7	7
sky130_fd_sc_hd__nor4b_1	5	5
sky130_fd_sc_hd__xnor2_1	23	23
sky130_fd_sc_hd__or2_2	6	6
sky130_fd_sc_hd__mux2i_1	24	24
sky130_fd_sc_hd__nand2_1	84	84
sky130_fd_sc_hd__o21ai_0	22	22
sky130_fd_sc_hd__nand2b_1	6	6
sky130_fd_sc_hd__or4_1	7	7
sky130_fd_sc_hd__nor4_1	19	19
sky130_fd_sc_hd__and2_1	11	11
sky130_fd_sc_hd__ha_1	11	11
sky130_fd_sc_hd__o211ai_1	6	6
sky130_fd_sc_hd__inv_1	24	23
sky130_fd_sc_hd__and3_1	19	19
sky130_fd_sc_hd__clkdlybuf4s50_1	0	29
sky130_fd_sc_hd__a21o_1	5	5
sky130_fd_sc_hd__bufinv_16	0	5
sky130_fd_sc_hd__o22a_1	4	4
sky130_fd_sc_hd__nand4_1	28	28
sky130_fd_sc_hd__a21oi_1	18	18
sky130_fd_sc_hd__a31oi_1	11	11
sky130_fd_sc_hd__o31ai_1	9	9
sky130_fd_sc_hd__dfrtp_1	155	155
sky130_fd_sc_hd__nor2b_1	29	29
sky130_fd_sc_hd__clkbuf_16	0	18
sky130_fd_sc_hd__nand3_1	45	45
sky130_fd_sc_hd__nor3_1	20	20
sky130_fd_sc_hd__nor2_1	64	64
sky130_fd_sc_hd__xor2_1	10	10
[power groups by stage]
| stage | combinational [uW] | sequential, uW | clock, uW |
|---|---|---|---|
| 5_1_grt | 180 | 1270 | 1420 |
| 6_report | 158 | 1270 | 1340 |
| 4_1_cts | 162 | 1270 | 1370 |
[cell type report]
type / count / area, sq um
clock buffers: 20 / 467.9
clock inverters: 11 / 192.7
fillers: 1592 / 9447
inverters: 24 / 95.09
multi-input cells: 549 / 3402
flip-flops and latches: 157 / 3931
well taps: 229 / 286.5
repair buffers: 32 / 325.3
[stage by stage]
step	hold slack (ps)	total power [uW]	utilization	cells	cell area [sq um]
after floorplan	375.6	1397	-	751	7506
after global placement	389.1	1440	0.4431	991	8040
after detailed placement	383.7	1447	0.4431	991	8040
after CTS	391.2	2798	0.4795	1022	8701
after global routing	407.7	2868	0.4795	1022	8701
final	389.0	2762	0.4795	1022	8701
[logic make-up (layout without fill, tap and decap cells)]
| family | Yosys count | after routing | share of synthesized area |
|---|---|---|---|
| mux | 25 | 25 | 0.03351 |
| flops | 157 | 157 | 0.5238 |
| compound gates | 105 | 105 | 0.09219 |
| buf+inv | 45 | 87 | 0.02300 |
| simple gates | 375 | 375 | 0.2707 |
| xor+xnor | 33 | 33 | 0.03851 |
| fa+ha+maj | 11 | 11 | 0.01834 |
[worst min-delay path by stage]
stage,startpoint,to,depth (start not counted)
4_1_cts,flow_val_flag,valid_flow,1
5_1_grt,flow_val_flag,valid_flow,1
6_report,flow_val_flag,valid_flow,1
[routing by layer]
metal  vias up  part of all wire  GRT usage  wire [um]
met5         -                 0          0          0
met4         0             0.022    0.03333        329
met3        26             0.041    0.02920        617
met2       124              0.45     0.2408       6780
met1      2818              0.49     0.2791       7462
li1       2790                 -          -          -
Power is estimated from default activity; no workload was simulated.
