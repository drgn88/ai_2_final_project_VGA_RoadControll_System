==> flow/design.v <==
`timescale 1ns / 1ps
module Decision_CrossWalk (
    input  logic       clk,
    input  logic       pclk,
    input  logic       reset,
    input  logic       imgShow,
    input  logic       v_finish,
    input  logic [2:0] label_data,
    input  logic [9:0] x_pixel,
    input  logic [9:0] y_pixel,
    output logic [9:0] x_min_fix,
    output logic [9:0] x_max_fix,
    output logic [9:0] y_min_fix,
    output logic [9:0] y_max_fix,
    input  logic       tr_light_tick,
    input  logic       tr_light,
    output logic [9:0] x_min_traffic,
    output logic [9:0] x_max_traffic,
    output logic [9:0] y_min_traffic,
    output logic [9:0] y_max_traffic,
    output logic       car_detection_en,
    output logic       human_detection_en,
    input  logic       sw_sel,
    output logic       fix_coord_valid
);
    logic       counter_valid;
    logic [9:0] x_min_find;
    logic [9:0] x_max_find;
    logic [9:0] y_min_find;
    logic [9:0] y_max_find;
    logic       find_done;
    logic [9:0] x_min_final;
    logic [9:0] x_max_final;
    logic [9:0] y_min_final;
    logic [9:0] y_max_final;
    logic       o_valid;
    assign fix_coord_valid = o_valid;
    Counter_Crosswalk U_Counter_Crosswalk (
        .pclk      (pclk),           
        .reset     (reset),
        .imgShow   (imgShow),
        .label_data(label_data),
        .valid     (counter_valid)
    );
    find_coord U_find_coord (
        .pclk      (pclk),            
        .reset     (reset),
        .imgShow   (imgShow),
        .valid     (counter_valid),
        .v_finish  (v_finish),
        .label_data(label_data),
        .x_pixel   (x_pixel),
        .y_pixel   (y_pixel),
        .x_min     (x_min_find),
        .x_max     (x_max_find),
        .y_min     (y_min_find),
        .y_max     (y_max_find),
        .done      (find_done)
    );
    final_coord_out U_final_coord_out (
        .clk(clk),
        .pclk(pclk),
        .reset(reset),
        .valid(find_done),
        .v_finish(v_finish),
        .x_min(x_min_find),
        .x_max(x_max_find),
        .y_min(y_min_find),
        .y_max(y_max_find),
        .x_min_final(x_min_final),
        .x_max_final(x_max_final),
        .y_min_final(y_min_final),
        .y_max_final(y_max_final),
        .coord_valid(coord_valid)
    );
    switch_sel_coord U_switch_sel_coord (
        .clk(clk),
        .reset(reset),
        .sw_sel(sw_sel),
        .valid(coord_valid),
        .x_min(x_min_final),
        .x_max(x_max_final),
        .y_min(y_min_final),
        .y_max(y_max_final),
        .x_min_fix(x_min_fix),
        .x_max_fix(x_max_fix),
        .y_min_fix(y_min_fix),
        .y_max_fix(y_max_fix),
        .o_valid(o_valid)
    );
    detection_cnt_en U_detection_cnt_en (
        .clk(clk),
        .reset(reset),
        .tr_light_tick(tr_light_tick),
        .tr_light(tr_light),
        .x_pixel(x_pixel),
        .y_pixel(y_pixel),
        .x_min(x_min_fix),
        .x_max(x_max_fix),
        .y_min(y_min_fix),
        .y_max(y_max_fix),
        .x_min_traffic(x_min_traffic),
        .x_max_traffic(x_max_traffic),
        .y_min_traffic(y_min_traffic),
        .y_max_traffic(y_max_traffic),
        .car_detection_en(car_detection_en),
        .human_detection_en(human_detection_en)
    );
endmodule
module Counter_Crosswalk (
    input  logic       pclk,         
    input  logic       reset,
    input  logic       imgShow,
    input  logic [2:0] label_data,
    output logic       valid
);
    localparam THRESHOLD_CROSSWALKLABEL = 85;
    localparam CROSSWALK = 1;
    logic [8:0] cw_label_count;
    logic decision;
    always_ff @(posedge pclk or posedge reset) begin
        if (reset) begin
            cw_label_count <= 0;
        end else begin
            if (imgShow) begin
                if (label_data == CROSSWALK) begin
                    cw_label_count <= cw_label_count + 1;
                end
            end else begin
                cw_label_count <= 0;
            end
        end
    end
    always_ff @(posedge pclk or posedge reset) begin
        if (reset) begin
            decision <= 0;
            valid <= 0;
        end else if (!imgShow) begin
            decision <= 0;
            valid <= decision;
        end else if (cw_label_count >= THRESHOLD_CROSSWALKLABEL) begin
            decision <= 1;
        end
    end
endmodule
module find_coord (
    input  logic       pclk,         
    input  logic       reset,
    input  logic       imgShow,
    input  logic       valid,
    input  logic       v_finish,
    input  logic [2:0] label_data,
    input  logic [9:0] x_pixel,
    input  logic [9:0] y_pixel,
    output logic [9:0] x_min,
    output logic [9:0] x_max,
    output logic [9:0] y_min,
    output logic [9:0] y_max,
    output logic       done
);
    localparam CROSSWALK = 1;
    logic find_crosswalk;
    logic first_catch_xy;
    logic first_val_line;
    logic [9:0] x_min_tmp, y_min_tmp;
    logic [9:0] x_min_final, y_min_final;
    logic [9:0] x_max_tmp, y_max_tmp;
    logic [9:0] x_max_final, y_max_final;
    assign find_crosswalk = (imgShow && (label_data == CROSSWALK)) ? 1 : 0;
    assign x_min = x_min_final;
    assign y_min = y_min_final;
    assign x_max = x_max_final;
    assign y_max = y_max_final;
    always_ff @(posedge pclk or posedge reset) begin
        if (reset) begin
            first_catch_xy <= 0;
            x_min_tmp <= 0;
            y_min_tmp <= 0;
        end else if (!first_catch_xy && find_crosswalk) begin
            first_catch_xy <= 1;
            x_min_tmp <= x_pixel;
            y_min_tmp <= y_pixel;
        end else if (!imgShow) begin
            first_catch_xy <= 0;
        end
    end
    always_ff @(posedge pclk or posedge reset) begin
        if (reset) begin
            first_val_line <= 0;
            x_min_final    <= 0;
            y_min_final    <= 0;
        end else if (!first_val_line && valid) begin
            first_val_line <= 1;
            x_min_final    <= x_min_tmp;
            y_min_final    <= y_min_tmp;
        end else if (v_finish) begin
            first_val_line <= 0;
        end
    end
    always_ff @(posedge pclk or posedge reset) begin
        if (reset) begin
            x_max_tmp <= 0;
            y_max_tmp <= 0;
        end else if (find_crosswalk) begin
            x_max_tmp <= x_pixel;
            y_max_tmp <= y_pixel;
        end
    end
    always_ff @(posedge pclk or posedge reset) begin
        if (reset) begin
            x_max_final <= 0;
            y_max_final <= 0;
        end else if (valid) begin
            if (y_max_final <= y_max_tmp) begin
                x_max_final <= x_max_tmp;
                y_max_final <= y_max_tmp;
            end
        end else if (done) begin
            x_max_final <= 0;
            y_max_final <= 0;
        end
    end
    always_ff @(posedge pclk or posedge reset) begin
        if (reset) begin
            done <= 0;
        end else if (v_finish) begin
            done <= 1;
        end else begin
            done <= 0;
        end
    end
endmodule
module final_coord_out (
    input  logic       clk,
    input  logic       pclk,
    input  logic       reset,
    input  logic       valid,
    input  logic       v_finish,
    input  logic [9:0] x_min,
    input  logic [9:0] x_max,
    input  logic [9:0] y_min,
    input  logic [9:0] y_max,
    output logic [9:0] x_min_final,
    output logic [9:0] x_max_final,
    output logic [9:0] y_min_final,
    output logic [9:0] y_max_final,
    output logic       coord_valid
);
    localparam FRAME_MAX = 90;
    logic [6:0] frame_cnt;
    logic [9:0] x_min_tmp, y_min_tmp, x_max_tmp, y_max_tmp;
    always_ff @(posedge pclk or posedge reset) begin
        if (reset) begin
            frame_cnt <= 0;
        end else if (v_finish) begin
            if (frame_cnt == (FRAME_MAX - 1)) begin
                frame_cnt <= 0;
            end else begin
                frame_cnt <= frame_cnt + 1;
            end
        end
    end
    always_ff @(posedge pclk or posedge reset) begin
        if (reset) begin
            x_min_tmp <= 0;
            y_min_tmp <= 0;
            x_max_tmp <= 0;
            y_max_tmp <= 0;
        end else if (valid) begin
            if (frame_cnt == (FRAME_MAX - 2)) begin
                x_min_tmp <= x_min;
                y_min_tmp <= y_min;
                x_max_tmp <= x_max;
                y_max_tmp <= y_max;
            end
        end
    end
    always_ff @(posedge pclk or posedge reset) begin
        if (reset) begin
            x_min_final <= 0;
            x_max_final <= 0;
            y_min_final <= 0;
            y_max_final <= 0;
        end else if (frame_cnt == (FRAME_MAX - 1)) begin
            x_min_final <= x_min_tmp;
            x_max_final <= x_max_tmp;
            y_min_final <= y_min_tmp;
            y_max_final <= y_max_tmp;
        end
    end
    logic coord_valid_flag;
    always_ff @(posedge clk or posedge reset) begin
        if (reset) begin
            coord_valid_flag <= 0;
            coord_valid <= 0;
        end else if (frame_cnt == (FRAME_MAX - 1)) begin
            if (!coord_valid_flag) begin
                coord_valid_flag <= 1;
                coord_valid <= 1;
            end else begin
                coord_valid <= 0;
            end
        end else begin
            coord_valid_flag <= 0;
            coord_valid <= 0;
        end
    end
endmodule
module switch_sel_coord (
    input  logic       clk,
    input  logic       reset,
    input  logic       sw_sel,
    input  logic       valid,
    input  logic [9:0] x_min,
    input  logic [9:0] x_max,
    input  logic [9:0] y_min,
    input  logic [9:0] y_max,
    output logic       o_valid,
    output logic [9:0] x_min_fix,
    output logic [9:0] x_max_fix,
    output logic [9:0] y_min_fix,
    output logic [9:0] y_max_fix
);
    always_ff @(posedge clk or posedge reset) begin : blockName
        if (reset) begin
            x_min_fix <= 0;
            x_max_fix <= 0;
            y_min_fix <= 0;
            y_max_fix <= 0;
        end else if (sw_sel) begin
            x_min_fix <= x_min_fix;
            x_max_fix <= x_max_fix;
            y_min_fix <= y_min_fix;
            y_max_fix <= y_max_fix;
        end else begin
            x_min_fix <= x_min;
            x_max_fix <= x_max;
            y_min_fix <= y_min;
            y_max_fix <= y_max;
        end
    end
    logic val_flag;
    always_ff @(posedge clk or posedge reset) begin
        if (reset) begin
            o_valid <= 0;
        end else if (sw_sel && !val_flag) begin
            val_flag <= 1;
            o_valid  <= 1;
        end else if (!sw_sel) begin
            val_flag <= 0;
        end else begin
            o_valid <= 0;
        end
    end
endmodule
module detection_cnt_en (
    input logic clk,
    input logic reset,
    input logic tr_light_tick,
    input logic tr_light,
    input logic [9:0] x_pixel,
    input logic [9:0] y_pixel,
    input logic [9:0] x_min,
    input logic [9:0] x_max,
    input logic [9:0] y_min,
    input logic [9:0] y_max,
    output logic [9:0] x_min_traffic,
    output logic [9:0] x_max_traffic,
    output logic [9:0] y_min_traffic,
    output logic [9:0] y_max_traffic,
    output logic car_detection_en,
    output logic human_detection_en
);
    always_ff @(posedge clk or posedge reset) begin
        if (reset) begin
            x_min_traffic <= 0;
            x_max_traffic <= 0;
            y_min_traffic <= 0;
            y_max_traffic <= 0;
        end else if (tr_light_tick) begin
            x_min_traffic <= x_min;
            x_max_traffic <= x_max;
            y_min_traffic <= y_min;
            y_max_traffic <= y_max;
        end
    end
    assign car_detection_en = (tr_light) && (x_pixel >= x_min_traffic) && (x_pixel <= x_max_traffic) && (y_pixel >= y_min_traffic) && (y_pixel <= y_max_traffic);
    assign human_detection_en = (!tr_light) && (x_pixel >= x_min_traffic) && (x_pixel <= x_max_traffic) && (y_pixel >= y_min_traffic) && (y_pixel <= y_max_traffic);
endmodule
==> flow/run.sh <==
#!/bin/bash
# OpenROAD 26Q1-2900-gdf79404cd8, Yosys 0.63+post, stock flow scripts
make -C /OpenROAD-flow-scripts/flow DESIGN_CONFIG=/design/flow/config.mk WORK_HOME=/design/flow/orfs finish
==> flow/config.mk <==
export PLATFORM = sky130hd
export DESIGN_NAME = Decision_CrossWalk
export DESIGN_NICKNAME = Decision_CrossWalk
export VERILOG_FILES = /design/flow/design.v
export SDC_FILE = /design/flow/constraint.sdc
export NUM_CORES = 4
export LEC_CHECK = 1
export CORE_UTILIZATION = 30
==> flow/constraint.sdc <==
current_design Decision_CrossWalk

set clk_period 4.1
set clk_io_pct 0.2

create_clock -name clk0 -period $clk_period [get_ports {clk}]
create_clock -name clk1 -period $clk_period [get_ports {pclk}]

set non_clock_inputs [all_inputs -no_clocks]
set_input_delay [expr $clk_period * $clk_io_pct] -clock clk0 $non_clock_inputs
set_output_delay [expr $clk_period * $clk_io_pct] -clock clk0 [all_outputs]
==> Changelog: implementation <==
### Physical design

* Layout cell share with drive strength beyond 1 at 0.275
* Reg power frac at 0.493
* Vias at 6950
* Critical Path RT at 3.28 ns
* Crit path cell chain: clkdlybuf4s50_1 > ha_1 > a211oi_2 > nor2_1 > o41a_1 > a2111oi_4 > clkdlybuf4s50_1
* Post-Route WL at 26300 um
* # Max-Cap Violations at 0
* RePlAce Congestion at 0.866
* Worst vdd ir at 0.000321 V
* Met2 WL at 11700 um
* EDFF count, synth at 1
* Synth Flop Type: dfrtp_1
* Skew final at 0.0114 ns
* Final setup vio count at 0
* Pre-Repair DR Iteration Count at 4
* Post-synth seq share at 0.586
* Number of I/O port buffers at 112
* Sink Count at 263
* Layout fillers at 3425
* Setup CP Type: input pin to output pin
* Asr flop ratio synth at 0.996
* Syn avg cell area at 13.1 um^2
* Status: finished clean
* Drt initial violations at 307
* I/O pin cnt at 114
* Critical Path Max Stage Delay at 0.53 ns
* Antenna violations before repair at 5
* Critical path fanouts, max at 2
* Cell Pwr Density at 405 nW/um^2
* Clk slew on worst S/H paths at 0.07 ns
* FP Rows at 70
* Hold Path Depth at 2
* Synth Instances at 857
* Max_slew headroom at 0.533
* Core box area at 36700 um^2
* DRC viols at 0
* Largest net degree at the start of global routing at 121
* Combinational Power Share at 0.073
* Die area at 38200 um^2
* Ys cells at 857
* Gr usage total at 0.149
* Hold Vio Cnt, Final at 0
* Antenna cells at 0
* Top cell excl fill/tap: dfrtp_1
* Psw at 1.48 mW
* Unrepaired setup endpoints after global routing: no
* Grt ovf at 0
* Setup WS pre-CTS at -0.362 ns
* Layout area overhead at 25.4%
* Remaining antenna violation count after routing at 0
* Global-route wire length before repair at 41900 um
* Die width at 196 um
* Chip area line of the yosys report at 11200 um^2
* OpenROAD warning count at 32
* Most common cell on crit path: clkdlybuf4s50_1
* Int Pwr at 4.23 mW
* CTS tree: yes
* Mapped Area at 11200 um^2
* Setup ws final at 0.0715 ns
* Hpwl dp at 18400 um
* R2r worst-path depth at 5
* Slew Viols, Final at 0
* Switch share at 0.259
* Leakage at 6.62 nW
* #FFs+latches synth at 263
* Synth warnings at 6
* FF+latch area at 6590 um^2
* Die Ht at 196 um
* Worst-margin pin slew at 0.691 ns
* Most frequent cells in the layout: 262 x dfrtp_1, 175 x mux2_2, 104 x clkdlybuf4s50_1
* Highest routed metal layer: met5
* Critical Path AT at 3.21 ns
* CP Launch Type: input pin
* Clk pwr share at 0.434
* Slowest cell on crit path: o41a_1
* Dpl cells at 1439
* Hold crit path type: register to register
* DR vias/cell at 4.67
* WL met3 at 1820 um
* Netlist cell types at 47
* Per-cell routed wire length at 17.6 um
* Number of global-route vias before repair at 7042
* Setup slack, reg-to-reg at 1.52 ns
* Crit end category: output pin
* Logic area at 4360 um^2
* Met1 wire length at 12300 um
* Floorplan Utilization at 0.306
* Final std cells w/o fill at 1489
==> power groups by stage <==
| stage | Clock (mW) | Sequential, mW | Combinational [mW] |
|---|---|---|---|
| final | 2.48 | 2.82 | 0.417 |
| after global routing | 2.65 | 2.84 | 0.473 |
| after CTS | 2.54 | 2.82 | 0.423 |
==> synthesized netlist by cell type, types with 2 or more instances <==
cell	number	area share
dfrtp_1	262	0.58
a21o_1	8	0.0053
mux2_2	175	0.18
nor2_1	6	0.0020
clkbuf_1	16	0.0053
xor2_1	6	0.0047
and2_1	30	0.017
inv_1	58	0.019
nand3_1	13	0.0058
o21ai_0	54	0.024
buf_6	2	0.0020
nand2b_1	3	0.0017
ha_1	55	0.061
a21oi_1	21	0.0094
buf_2	9	0.0040
nand2_1	55	0.018
a221o_1	21	0.019
buf_1	6	0.0020
and4_1	3	0.0023
o21a_1	3	0.0020
nor3_1	4	0.0018
o211ai_1	2	0.0013
a2111oi_0	2	0.0016
buf_4	2	0.0013
nor2b_1	3	0.0017
xnor2_1	6	0.0047
and3_1	2	0.0011
nand4_1	11	0.0061
==> cell families (layout without fill, tap and decap cells) <==
family / after synthesis / count (layout) / share of synthesized area
flip-flops: 263 / 263 / 0.586
multiplexers: 175 / 175 / 0.175
AND/OR/NAND/NOR: 135 / 135 / 0.0616
AND-OR/OR-AND: 124 / 124 / 0.0724
buffers and inverters: 93 / 257 / 0.0341
adder cells (fa/ha/maj): 55 / 55 / 0.0612
XOR/XNOR: 12 / 12 / 0.00935
==> final cells by class <==
type	instances	share of cell area
clock inverters	21	0.0168
flip-flops and latches	263	0.467
multi-input cells	501	0.309
clock buffers	27	0.0472
well taps	468	0.0416
inverters	58	0.0157
repair buffers	151	0.102
==> worst max-delay path: cells and delay by family <==
family	cells	cell delay, ns
AOI/OAI and AO/OA	3	1.00
adders and majority gates	1	0.32
buffers and inverters	2	0.95
and+or+nand+nor	1	0.10
==> stage by stage <==
step | setup TNS [ns] | hold slack [ns] | power [mW] | util | cell area (um^2)
6_report | 0 | 0.482 | 5.71 | 0.384 | 14100
5_1_grt | 0 | 0.508 | 5.96 | 0.384 | 14100
4_1_cts | 0 | 0.493 | 5.78 | 0.383 | 14000
3_5_place_dp | -0.701 | 0.476 | 3.28 | 0.357 | 13100
3_3_place_gp | -0.690 | 0.471 | 3.27 | 0.357 | 13100
2_1_floorplan | -45.99 | 0.430 | 3.12 | - | 11200
==> final timing paths <==
| path | startpoint | end |
|---|---|---|
| worst max-delay path | y_pixel[7] | car_detection_en |
| worst min-delay path | U_final_coord_out.y_max_tmp[0] | U_final_coord_out.y_max_tmp[0] |
| worst max register to register | U_final_coord_out.frame_cnt[3] | U_final_coord_out.y_min_tmp[1] |
| worst min register to register | U_final_coord_out.y_max_tmp[0] | U_final_coord_out.y_max_tmp[0] |
| max in group clk1 | U_final_coord_out.frame_cnt[3] | U_final_coord_out.y_min_tmp[1] |
| max in group asynchronous | reset | U_detection_cnt_en.y_max_traffic[5] |
| min in group clk0 | U_switch_sel_coord.o_valid | U_switch_sel_coord.o_valid |
| min in group asynchronous | reset | U_final_coord_out.x_max_final[6] |
==> layer usage <==
metal	GRT usage	vias to the layer above
li1	-	3308
met1	0.224	3455
met2	0.220	147
met3	0.0516	30
met4	0.0166	10
met5	0	-
==> what timing repair did <==
action,4_1_cts,5_1_grt
setup endpoints to repair,2,2
hold buffers,0,0
pin swaps,5,5
gates resized,11,8
setup buffers,1,1
No activity file was given, so power comes from the tool's default toggle rates.
